### /design/flow/config.mk
export PLATFORM = sky130hd
export DESIGN_NAME = Imm_Generator
export DESIGN_NICKNAME = Imm_Generator
export VERILOG_FILES = /design/flow/design.v
export SDC_FILE = /design/flow/constraint.sdc
export NUM_CORES = 4
export LEC_CHECK = 1
export CORE_AREA = 10 10 70 70
export DIE_AREA = 0 0 80 80
### /design/flow/constraint.sdc
current_design Imm_Generator

set clk_period 3.4
set clk_io_pct 0.2

create_clock -name clk0 -period $clk_period

set non_clock_inputs [all_inputs -no_clocks]
set_input_delay [expr $clk_period * $clk_io_pct] -clock clk0 $non_clock_inputs
set_output_delay [expr $clk_period * $clk_io_pct] -clock clk0 [all_outputs]
### /design/flow/design.v
`timescale 1ns / 1ps
module Imm_Generator(   input [31:0]Inst,
                        output reg[31:0]Imm
    );
    localparam  I_Type = 3'b000,
                S_Type = 3'b001,
                B_Type = 3'b010,
                U_Type = 3'b011,
                J_Type = 3'b100;
    function [31:0]getImm;   
    input [2:0]type;
    input [31:0]Inst;
        begin
            case(type)
                I_Type: getImm = {{20{Inst[31]}},Inst[31:20]};
                S_Type: getImm = {{20{Inst[31]}},Inst[31:25],Inst[11:7]};
                B_Type: getImm = {{20{Inst[31]}},Inst[7],Inst[30:25],Inst[11:8],1'b0};  
                U_Type: getImm = {Inst[31:12],12'h0};
                J_Type: getImm = {{12{Inst[31]}},Inst[19:12],Inst[20],Inst[30:21],1'b0};  
            endcase
        end
    endfunction
    always @(*) begin
        case(Inst[6:0])
            7'b0110111: Imm = getImm(U_Type, Inst);  
            7'b1101111: Imm = getImm(J_Type, Inst);  
            7'b1100111: Imm = getImm(I_Type, Inst) & 32'hfffffffe;  
            7'b1100011: Imm = getImm(B_Type, Inst);  
            7'b0000011: Imm = getImm(I_Type, Inst);  
            7'b0100011: Imm = getImm(S_Type, Inst);  
            7'b0010011: 
                case(Inst[14:12])
                    3'b001,  
                    3'b101: Imm = getImm(I_Type, Inst) & 32'h0000001F;  
                    default:Imm = getImm(I_Type, Inst);  
                endcase
            default:    Imm = 32'hx;
        endcase
    end
endmodule
### /design/flow/run.sh
#!/bin/bash
# OpenROAD 26Q1-2900-gdf79404cd8, Yosys 0.63+post, stock flow scripts
make -C /OpenROAD-flow-scripts/flow DESIGN_CONFIG=/design/flow/config.mk WORK_HOME=/design/flow/orfs finish
==> flow_metrics.env <==
# flow metrics
export IMPL_status="completed"
export IMPL_tns_ps=0
export IMPL_drtPass1Iterations=4
export IMPL_fin_util=0.384
export IMPL_drive_gt1_frac=0.0886
export IMPL_syn_inst=97
export IMPL_drt_initial_drc_count=89
export IMPL_irDropWorstVdd_v=0.0000349
export IMPL_worst_setup_path_end_kind="primary output"
export IMPL_syn_to_final_growth_pct=109
export IMPL_holdBufCountCts=0
export IMPL_worstHoldPathType="input port to primary output"
export IMPL_dp_cells=203
export IMPL_grt_start_max_net_pins=21
export IMPL_holdWs_ps=2260
export IMPL_viasPerCell=4.79
export IMPL_place_hpwl_um=2450
export IMPL_worstPathArrival_ps=2590
export IMPL_period_needed_ps=3270
export IMPL_chip_area_um2=6400
export IMPL_worstMarginPinSlew_ps=337
export IMPL_hold_violations=0
export IMPL_route_vias_total=978
export IMPL_worst_ep_required_time_ps=2720
export IMPL_maxCapViolCount=0
export IMPL_nFlopsAndLatches=0
export IMPL_port_buffers=64
export IMPL_yosysTopAreaCell="nand3_1"
export IMPL_drc_errors=0
export IMPL_slew_violations=0
export IMPL_crit_type="input port to primary output"
export IMPL_drt_total_wl_um=2920
export IMPL_power_density_nw_per_um2=90.4
export IMPL_setup_viol=0
export IMPL_lay_top_cells="clkdlybuf4s50_1, inv_1, nand3_1"
export IMPL_cp_cell_sequence="clkdlybuf4s50_1, nor4_4, nand4_1, buf_4, o311ai_0, clkdlybuf4s50_1"
export IMPL_synth_top_cell_area_share=0.128
export IMPL_crit_top_cell="clkdlybuf4s50_1"
export IMPL_routedWlPerCell_um=14.3
export IMPL_grt_use_total=0.0838
export IMPL_ys_area_um2=627
export IMPL_cp_slowest_cell="clkdlybuf4s50_1"
export IMPL_topCellsByArea="nand3_1, inv_1, o311ai_1, o211ai_1, buf_6"
export IMPL_fin_crit_sh=0.963
export IMPL_crit_path_start_kind="input port"
export IMPL_final_area_um2=1310
export IMPL_path_max_fanout=20
export IMPL_final_cells=204
export IMPL_grt_pass1_vias=952
export IMPL_core_um2=3420
export IMPL_fp_row_count=21
export IMPL_syn_avg_cell_area_um2=6.46
export IMPL_fillers=374
export IMPL_nClkBuffers=0
export IMPL_die_height_um=80
export IMPL_ios=64
export IMPL_warnings=32
export IMPL_gp_congestion=0.814
export IMPL_ant_nets=0
export IMPL_max_stage_delay_ps=550
export IMPL_ys_types=25
export IMPL_max_freq_ghz=0.306
export IMPL_diodes=0
export IMPL_ys_cells=97
export IMPL_grt_overflow=0
export IMPL_die_x_um=80
export IMPL_placed_cell_area_um2=1300
export IMPL_lay_top_count="clkdlybuf4s50_1"
export IMPL_power_leakage_uw=0.000530
export IMPL_seq_area_frac_synth=0
export IMPL_flop_area_um2=0
export IMPL_grt_pass1_wl_um=4470
export IMPL_relSlewSlack=0.773
export IMPL_initial_core_util=0.184
export IMPL_yosys_warnings=1
export IMPL_netlist_area_um2=627
export IMPL_antenna_found_initial=0
[logic make-up after synthesis]
group / share of synthesized area
buffers and inverters: 0.245
AOI/OAI and AO/OA: 0.345
and+or+nand+nor: 0.377
muxes: 0.0319
[routing by layer]
layer  vias up  share of wire  track usage
met5         -              0            0
met4         0              0            0
met3         0           0.13       0.0477
met2        34           0.46        0.136
met1       455           0.40        0.100
li1        489              -            -
[Yosys cell counts (2+ instances only)]
library cell	n
a21oi_1	7
mux2i_1	2
nand4_1	6
inv_1	20
nand3_1	16
buf_2	6
and4b_1	2
o311ai_1	8
o211ai_1	9
o311ai_0	3
buf_6	4
[worst max-delay path: cells and delay by family]
kind / cells / cell delay, ps
buffers and inverters: 3 / 1260
and+or+nand+nor: 2 / 550
AOI/OAI and AO/OA: 1 / 110
[timing repair]
item / in CTS / in global routing
setup buffers: 0 / 1
resized: 0 / 1
setup endpoints to repair: 0 / 13
[final timing paths]
check | from | to | slack [ps] | cells after the start
worst max-delay path | Inst[5] | Imm[21] | 130 | 6
worst min-delay path | Inst[29] | Imm[9] | 2260 | 4
[report_power, final]
group	internal, uW	switching (uW)	total (uW)
clock network	0	0	0
registers	0	0	0
logic	81.5	37.1	119
[per-stage QoR]
stage	total power (uW)	setup WS (ps)
floorplan	34.7	1140
global placement	119	95.5
detailed placement	120	67.1
CTS	120	58.3
global route	130	-17.8
finish	119	127
[final cells by class]
cell class / count / area (um2) / share of cell area
inverter: 20 / 75.1 / 0.0573
multi-input combinational: 66 / 478 / 0.365
tap: 46 / 57.6 / 0.0439
timing repair buffer: 72 / 701 / 0.534
Power and IR drop assume default switching activity.
