$ cat /design/flow/run.sh
#!/bin/bash
# OpenROAD 26Q1-2900-gdf79404cd8, Yosys 0.63+post, stock flow scripts
make -C /OpenROAD-flow-scripts/flow DESIGN_CONFIG=/design/flow/config.mk WORK_HOME=/design/flow/orfs finish
$ cat /design/flow/config.mk
export PLATFORM = sky130hd
export DESIGN_NAME = Regs
export DESIGN_NICKNAME = Regs
export VERILOG_FILES = /design/flow/design.v
export SDC_FILE = /design/flow/constraint.sdc
export NUM_CORES = 4
export LEC_CHECK = 1
export CORE_UTILIZATION = 30
$ cat /design/flow/constraint.sdc
current_design Regs

set clk_period 10.4
set clk_io_pct 0.2

create_clock -name clk0 -period $clk_period [get_ports {clk}]

set non_clock_inputs [all_inputs -no_clocks]
set_input_delay [expr $clk_period * $clk_io_pct] -clock clk0 $non_clock_inputs
set_output_delay [expr $clk_period * $clk_io_pct] -clock clk0 [all_outputs]
$ cat /design/flow/design.v
`timescale 1ns / 1ps
module Regs(input clk, rst, we, 
		      input [4:0]R_addr_A, R_addr_B, Wt_addr,
		      input [4:0]debug_addr,
		      input [31:0]Wt_data,
		      output [31:0]rdata_A, rdata_B, debug_data
	);
	reg [31:0] register [1:31]; 		 
    integer i;
	assign rdata_A = (R_addr_A == 0) ? 0 : register[R_addr_A];	    
	assign rdata_B = (R_addr_B == 0) ? 0 : register[R_addr_B];   	 
    assign debug_data = (debug_addr == 0) ? 0 : register[debug_addr];   
	always @(posedge clk or posedge rst) begin
		if (rst==1)  for (i=1; i<32; i=i+1)  register[i] <= 0; 		 
		else if ((Wt_addr != 0) && (we == 1)) 
		register[Wt_addr] <= Wt_data;      			 
	end
endmodule
==> reports/summary.txt <==
Outcome - completed
Number of global-route vias before repair - 62200
Yosys cell count - 6035
Share of cells above drive strength 1 - 28.9%
Peak VDD IR - 0.165 mV
Post-synth cell types - 68
Worst Hold Depth - 1
Register area - 24800 um^2
Cts repair resizes - 0
CP Launch Type - input port
Gate power share - 17.8%
RSZ-0062 raised after global routing - no
Fin crit share - 84.2%
Psw - 4480 uW
Ys async rst share - 100%
Syn Inst Count - 6035
Register name with the most flops - register
CTS tree - done
Worst endpoint required time - 8.32 ns
Clock slew at reported path FFs - 0.06 ns
Sw Share - 35.3%
Number of flip-flops in the largest register - 992
Max-cap check violation count - 0
Comb area - 32400 um^2
Hold Buf Count CTS - 0
Slew Limit Fails - 0
Worst Max-Slew Pin Slew - 1.40 ns
Total GRT Usage - 47.0%
Leakage - 0.0280 uW
Endpoint type of the worst setup path - primary output
Crit path DAT - 6.68 ns
Grt ovf - 0
DR WL/cell - 52.4 um
Worst Skew - 0 ns
Setup bufs post-CTS - 0
Die Height - 448 um
Detailed Route WL - 463 mm
Setup Crit Path Kind - in2out
Initial antenna violation count - 67
Top-area cell share - 41.7%
Clk root buf - clkbuf_16
GP Congestion - 1.14
Placed wire-length estimate - 298 mm
Seq pwr share - 46.5%
Hold Path Class - reg2reg
Internal power - 8230 uW
Reg2Reg Depth - 1
Largest net degree at the start of global routing - 98
Post-synth EDFFs - 0
Port bufs - 150
Slew headroom - 6.60%
Regs by FF count - register x992
TritonRoute pass-1 iters - 20
Clock latency on the worst-skew pair - 0.81 ns
Yosys warning tally - 2
Final setup fails - 0
Flops after synth - 992
Register area share after synthesis - 41.7%
Die W - 448 um
CTS Buffer Depth - 3
Top cells by area - dfrtp_1, mux2_2, nand3_1, a22oi_1, nand4_1
IO Pins - 151
Chip area - 200000 um^2
Power Dens Cells - 183 nW/um^2
Log Warnings - 27
Via density - 7.55
Post-route ant nets - 0
Setup TNS Final - 0 ns
Cell type with the largest total area - dfrtp_1
Clk sinks - 992
Core area - 197000 um^2
1st-iter DRT viols - 11200
Fp util - 30.2%
Final Hold Vio Count - 0
DRC errors left - 0
Area grow syn2layout - 16.9%
Peak Freq - 0.114 GHz
Yosys Chip Area - 59600 um^2
Mapped cell area - 59600 um^2
TritonCTS buffer count - 114
Main synth FF type - dfrtp_1
Hold slack - 0.566 ns
First-pass GRT wire length - 606 mm
Mean Syn Cell Area - 9.87 um^2
Crit Path Max Fanout - 30
Via count - 66700
Minimum clock period - 8.76 ns
Row cnt - 163
Clock power frac - 35.7%
Filler Cells Inserted - 19600
H-tree depth - 3
==> Yosys cell counts (22+ instances only) <==
master and instances:
nand3_1 1187, a222oi_1 44, nor3_1 50, clkbuf_1 435, dfrtp_1 992, and2_1 46, a2111oi_0 60, nor2_1 67
nand2_1 76, a21oi_1 150, and3_1 212, nand4_1 323, a22oi_1 472, buf_2 151, and4_1 80, a22o_1 82
nor4_1 76, o21ai_0 22, buf_1 120, mux2_2 992, a31oi_1 100
==> through the flow <==
stage | util, % | std cells | instance area (um^2) | power, uW | setup WS, ns
floorplan | - | 6035 | 59600 | 6450 | -5.35
finish | 35.3 | 8839 | 69600 | 12700 | 1.64
global route | 35.2 | 8758 | 69400 | 12900 | 1.85
detailed placement | 33.1 | 8527 | 65300 | 8000 | 1.89
global placement | 33.1 | 8527 | 65300 | 8000 | 1.89
CTS | 35.2 | 8740 | 69400 | 12500 | 1.87
==> cell usage in the layout, fill, tap and decap left out, types with 47 or more instances in the layout <==
cell             instances
a2111oi_0               60
a21oi_1                150
a22o_1                  82
a22oi_1                472
a31oi_1                100
and2_1                  47
and3_1                 208
and4_1                  80
buf_4                  400
clkbuf_16              117
clkdlybuf4s50_1        136
dfrtp_1                992
diode_2                 98
mux2_2                 992
nand2_1                 64
nand3_1               1187
nand4_1                323
nor4_1                  71
==> kinds of logic (layout without fill, tap and decap cells) <==
family          count (synthesis)  in the layout  share of synthesized area [%]
compound gates               1040           1040                           12.9
buf+inv                       718            784                           4.85
flops                         992            992                           41.7
mux                          1015           1015                           19.2
other cells                     0             98                              0
simple gates                 2270           2270                           21.4
==> routing by layer <==
layer  track usage (%)  part of all wire (%)  up-vias
met2              58.7                    38     7105
met1              55.3                    35    33400
met3              31.8                    17     2577
met4              35.6                    10       56
li1                  -                     -    23500
met5              6.42                  0.29        -
==> final timing paths <==
path	from	end	slack, ns
min in group asynchronous	rst	register[11][6]	1.77
setup reg to reg	register[20][3]	register[20][3]	9.36
max in group asynchronous	rst	register[15][15]	5.93
setup / recovery	R_addr_B[3]	rdata_B[19]	1.64
hold reg to reg	register[12][4]	register[12][4]	0.57
hold / removal	register[12][4]	register[12][4]	0.57
==> critical path, cell delays in order <==
cell and delay (ns):
buf_2 0.34, buf_4 0.57, buf_4 0.47, and3_4 0.83
buf_4 0.73, nand3_1 0.17, nand4_1 0.14, nor4_1 0.07
a31oi_1 0.51, clkdlybuf4s50_1 0.59
==> final cells by class <==
cell class	count	share of cell area, %
clock inverters	64	1.25
well taps	2640	4.74
multi-input cells	4325	46.5
clock buffers	149	4.68
repair buffers	561	6.77
inverters	10	0.0593
flip-flops and latches	992	35.6
diodes	98	0.352
==> power by group through the flow <==
stage	clock network, uW	registers, uW	logic [uW]
4_1_cts	4550	5790	2160
5_1_grt	4690	5910	2300
6_report	4530	5910	2260
No activity file was given, so power comes from the tool's default toggle rates.
