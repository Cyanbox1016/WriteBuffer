[design/flow/config.mk]
export PLATFORM = sky130hd
export DESIGN_NAME = ALU
export DESIGN_NICKNAME = ALU
export VERILOG_FILES = /design/flow/design.v
export SDC_FILE = /design/flow/constraint.sdc
export NUM_CORES = 4
export LEC_CHECK = 1
export CORE_UTILIZATION = 40
[design/flow/design.v]
`timescale 1ns / 1ps
module ALU( input [31:0]A, B, 
			input[3:0] ALU_operation, 
			output[31:0] res, 
			output zero, overflow
    );
	wire [31:0] res_and,res_or,res_add,res_sub,res_slt,res_xor,res_srl,res_sll,res_sltu,res_sra,shamt;
	reg [31:0] r;
	parameter one = 32'h00000001, zero_0 = 32'h00000000;
	assign shamt = B & 32'h0000001F;
	assign res_and = A & B;
	assign res_or = A | B;
	assign res_add = A + B;
	assign res_sub = A - B;
	assign res_xor = A ^ B;
	assign res_srl = A >> shamt;
	assign res_sra = ($signed(A)) >>> shamt;  
	assign res_sll = A << shamt;
	assign res_slt = $signed(A) < $signed(B) ? one : zero_0;
	assign res_sltu = (A < B) ? one : zero_0;  
	assign res = r;
	always @(*)
		case (ALU_operation)
		4'b0000: r = res_add;
		4'b1000: r = res_sub;
		4'b0001: r = res_sll;
		4'b0010: r = res_slt;
		4'b0011: r = res_sltu;
		4'b0100: r = res_xor;
		4'b0101: r = res_srl;
		4'b1101: r = res_sra;
		4'b0110: r = res_or;	
		4'b0111: r = res_and;
		default: r = 32'hx;
		endcase
	assign zero = (r == 0)? 1'b1: 1'b0;
endmodule
[design/flow/run.sh]
#!/bin/bash
# OpenROAD 26Q1-2900-gdf79404cd8, Yosys 0.63+post, stock flow scripts
make -C /OpenROAD-flow-scripts/flow DESIGN_CONFIG=/design/flow/config.mk WORK_HOME=/design/flow/orfs finish
[design/flow/constraint.sdc]
current_design ALU

set clk_period 20.7
set clk_io_pct 0.2

create_clock -name clk0 -period $clk_period

set non_clock_inputs [all_inputs -no_clocks]
set_input_delay [expr $clk_period * $clk_io_pct] -clock clk0 $non_clock_inputs
set_output_delay [expr $clk_period * $clk_io_pct] -clock clk0 [all_outputs]
==> flow.log <==
[report] implementation figures
INFO  metric detailroute.via_count = 11.8k
INFO  metric first_global_vias = 11.0k
INFO  metric finalWorstPathRequiredPeriod = 13.97 ns
INFO  metric ir_drop = 0.0000147 V
INFO  metric chipArea = 0.0242 mm²
INFO  metric grt_first_pass_wirelength = 71.2 mm
INFO  metric slowest_delay = 0.60 ns
INFO  metric seqCellArea = 0 µm²
INFO  metric max_clock_freq = 71.6 MHz
INFO  metric fillers = 2,422
INFO  metric gpl.final_weighted_congestion = 1.09
INFO  metric critPathMaxFanout = 36
INFO  metric layout-drive-gt1-share = 7.57%
INFO  metric worst_path_max_delay_cell = sky130_fd_sc_hd__o311ai_1
INFO  metric path_delay_family = simple AND/OR/NAND/NOR gates
INFO  metric synthesis.instances = 1,404
INFO  metric timing.setup.tns = 0 ns
INFO  metric fp_util = 41.2%
INFO  metric post_synth_instance_area = 0.00944 mm²
INFO  metric required_time_worst_endpoint = 16.56 ns
INFO  metric rsz0062_at_grt = false
INFO  metric outcome = finished, final reports clean
INFO  metric hold_violations_final = 0
INFO  metric clkbuf_count = 0
INFO  metric drt_pre_antenna_iters = 6
INFO  metric finalPower = 0.327 mW
INFO  metric syn_area_cell = 6.72 µm²
INFO  metric worst_ep_arrival_time = 9.83 ns
INFO  metric initial_antenna_violation_count = 1
INFO  metric via_per_inst = 6.77
INFO  metric drc = 0
INFO  metric slew_headroom = 41.8%
INFO  metric report.final.setup_viol = 0
INFO  metric hold_path_depth = 6
INFO  metric tightest_slew = 0.861 ns
INFO  metric timing.hold.worst.start = ALU_operation[1]
INFO  metric wire_per_inst = 27.4 µm
INFO  metric core = 0.0229 mm²
INFO  metric die_w = 156 µm
INFO  metric worst-path-buf-inv = 5
INFO  metric timing.hold.worst_endpoint = res[0]
INFO  metric grt_overflow = 0
INFO  metric post_cts_buffers = 0
INFO  metric cellLeakagePower = 4.31 nW
INFO  metric area_share_of_the_leading_cell_type_in_the_synthesized_netlist = 12.9%
INFO  metric post_cts_resize_count = 0
INFO  metric grt_max_degree = 53
INFO  metric synth_cell_types = 85
INFO  metric yosysCellCount = 1,404
INFO  metric final_design_area_no_fill = 0.0106 mm²
INFO  metric lay_top_cells = sky130_fd_sc_hd__nand2_1, sky130_fd_sc_hd__nor2_1, sky130_fd_sc_hd__a21oi_1
INFO  metric die_h = 156 µm
INFO  metric timing.critical_path.cells = clkdlybuf4s50_1 > buf_4 > clkinv_1 > buf_4 > ha_1 > o311ai_1 > a31oi_1 > a221oi_1 > o211ai_1 > nor2_1 > or4b_1 > nor4b_1 > or4b_1 > or3_1 > nor4bb_1 > clkdlybuf4s50_1
INFO  metric place.port_buffers = 101
INFO  metric ios = 102
INFO  metric routed_wl = 47.7 mm
INFO  metric drv.max_cap_violation_count = 0
INFO  metric yosysWarnings = 2
INFO  metric synth_area_leader_cell = sky130_fd_sc_hd__ha_1
INFO  metric layout-area-overhead-vs-synth = 12.3%
INFO  metric grt_use_total = 40.2%
INFO  metric timing_max_transition_violations_final = 0
INFO  metric ys_chip_area = 0.00944 mm²
INFO  metric drt-initial-drc-count = 1,349
INFO  metric fin_hold_ws = 9.68 ns
INFO  metric period_used_share = 67.5%
INFO  metric worst_hold_path_type = in2out
INFO  metric post_synth_main_area_contributors = sky130_fd_sc_hd__ha_1, sky130_fd_sc_hd__mux4_2, sky130_fd_sc_hd__mux2i_1
INFO  metric synth_sequential_area_ratio = 0%
INFO  metric setup.worst_path.start = B[2]
INFO  metric postLayoutCoreUtil = 46.3%
INFO  metric cellPowerDensity = 30.9 mW/mm²
INFO  metric critical_path_class = in2out
INFO  metric endpoint_kind = output pin
INFO  metric layout_top_cell_excl_fill_tap = sky130_fd_sc_hd__nand2_1
INFO  metric post-dp-hpwl = 36.7 mm
INFO  metric layout.area.comb = 0.00858 mm²
INFO  metric worstSetupStartpointType = input pin
INFO  metric postRouteAntennaNets = 0
INFO  metric n_antenna_cell = 0
INFO  metric placementRows = 55
INFO  metric design.seq.count = 0
INFO  metric stage_log_warnings = 97
INFO  metric cts_hold_buffers = 0
INFO  metric placed_area = 0.0106 mm²
-- worst max path at each step --
stage      end  slack (ns)  cells past startpoint
6_report  zero        6.73                     16
5_1_grt   zero        6.43                     16
4_1_cts   zero        6.76                     17
-- cells by family after synthesis --
kind of cell,after synthesis,share of synthesized area [%]
adders and majority gates,99,13.3
AOI/OAI and AO/OA,505,36.9
muxes,100,15.2
and+or+nand+nor,478,24.5
other,1,0.0397
buffers and inverters,211,9.15
xor gates and xnor gates,10,0.928
-- worst min-delay path, cell delays in order --
cell and delay (ns):
sky130_fd_sc_hd__buf_2 0.09, sky130_fd_sc_hd__buf_4 0.33, sky130_fd_sc_hd__nor4b_1 0.25, sky130_fd_sc_hd__o211ai_1 0.08
sky130_fd_sc_hd__o211ai_1 0.19, sky130_fd_sc_hd__clkdlybuf4s50_1 0.44
-- power breakdown --
| group | internal (mW) | switching [mW] | total (mW) |
|---|---|---|---|
| Sequential | 0 | 0 | 0 |
| Clock | 0 | 0 | 0 |
| Combinational | 0.128 | 0.199 | 0.327 |
| Total | 0.128 | 0.199 | 0.327 |
-- Yosys cell counts (all sizes together) (5+ instances only) --
cell type,instances
a221o,9
buf,32
nor2b,21
o22a,8
a31oi,20
a311oi,5
xnor2,9
nand3,40
o31ai,14
a211o,6
inv,94
or2,8
mux2i,56
nor3,46
a21oi,101
o221a,5
a21o,17
nor3b,6
and2,8
nor4b,8
nor2,112
a221oi,18
o21ai,93
nand2b,23
o211ai,35
a22oi,30
nand4,9
nor4,9
o21a,10
o21bai,6
and3,7
o221ai,9
or3,12
a211oi,22
a22o,17
o311ai,7
clkbuf,81
nand2,149
ha,97
mux2,11
o22ai,21
mux4,33
o2111ai,6
a32oi,8
-- per-layer routing --
layer / GRT usage, % / vias up / wire length [µm] / part of all wire [%]
met5: 0 / - / 0 / 0
met4: 14.5 / 0 / 1990 / 4.2
met2: 60.3 / 733 / 20500 / 43
li1: - / 5350 / - / -
met1: 56.5 / 5580 / 19800 / 42
met3: 9.25 / 116 / 5410 / 11
-- layout make-up --
cell class	count	share of cell area, %
Tap cell	313	3.69
Timing Repair Buffer	136	11.9
Inverter	98	3.47
Multi-Input combinational cell	1193	81.0
-- through the flow --
stage                     std cells  setup WS (ns)
after detailed placement       1740           6.78
after CTS                      1740           6.76
after global placement         1740           6.85
after global routing           1740           6.43
after floorplan                1404           8.09
final                          1740           6.73
Power and IR drop assume default switching activity.
